### flow/run.sh
#!/bin/bash
# OpenROAD 26Q1-2900-gdf79404cd8, Yosys 0.63+post, stock flow scripts
make -C /OpenROAD-flow-scripts/flow DESIGN_CONFIG=/design/flow/config.mk WORK_HOME=/design/flow/orfs finish
### flow/config.mk
export PLATFORM = sky130hd
export DESIGN_NAME = PredictCache
export DESIGN_NICKNAME = PredictCache
export VERILOG_FILES = /design/flow/design.v
export SDC_FILE = /design/flow/constraint.sdc
export NUM_CORES = 4
export LEC_CHECK = 1
export CORE_UTILIZATION = 40
export SYNTH_MEMORY_MAX_BITS = 65536
### flow/constraint.sdc
current_design PredictCache

set clk_period 90.5
set clk_io_pct 0.2

create_clock -name clk0 -period $clk_period [get_ports {Clk}]

set non_clock_inputs [all_inputs -no_clocks]
set_input_delay [expr $clk_period * $clk_io_pct] -clock clk0 $non_clock_inputs
set_output_delay [expr $clk_period * $clk_io_pct] -clock clk0 [all_outputs]
### flow/design.v
`timescale 1ns / 1ps
module PredictCache(
    input Rst,
    input Clk,
    input [31:0] RAddr,          
    input [31:0] WAddr,          
    input WE,                    
    input [1:0] Instr_new_CB,    
    input [31:0] Data,           
    output wire [33:0] PPC_CB,   
    output PC_Source             
    );
reg [(32 + 32 + 2 + 1)-1:0] cache [127-1:0];    
wire [(32 + 32 + 2 + 1)-1:0] RcacheLine;                
assign RcacheLine = cache[RAddr[7:0]];      
assign PC_Source = ((RAddr == RcacheLine[66:35]) && ((RcacheLine[2:1] == 2'b10) || (RcacheLine[2:1] == 2'b11)) && (RcacheLine[0]));
assign PPC_CB = {RcacheLine[34:3],RcacheLine[2:1]};
integer i;
always@(posedge Clk) begin
    if(Rst)
        begin
            for (i=0; i<127;i=i+1)
                cache[i] <= {((32 + 32 + 2 + 1)-1){1'd0}};
        end
    else if (WE)
        cache[WAddr[7:0]] = {WAddr,Data,Instr_new_CB,1'b1}; 
end
endmodule
==> impl_metrics.json <==
{
  "rr_worst_depth": 2,
  "place_congestion": 0.9851,
  "crit_path_end_kind": "primary output",
  "routed_wl_mm": 1449,
  "maxSlewViolCount": 0,
  "worstPathCellList": "buf_16, buf_4, buf_4, buf_12, buf_4, buf_4, buf_4, mux4_2, mux4_2, a22oi_1, buf_4, nand2_1, or3_1, a2111oi_2, nand4_1, nor4_4, clkdlybuf4s50_1",
  "slowest_delay_ps": 790,
  "drt_iter0_markers": 15650,
  "grt_pass1_vias": 225400,
  "critPathLaunchType": "input port",
  "clock.fmax_mhz": 22.12,
  "cp_max_fo": 62,
  "reg.largest.list": "cache x8575",
  "num_io_pins": 136,
  "fin_cells": 37380,
  "status": "completed",
  "irDropWorstVdd_mv": 0.01887,
  "syn_area_mm2": 0.3815,
  "power.share.switching_pct": 24.27,
  "pre_cts_ws_ps": 45200,
  "worstPathArrival_ps": 27100,
  "cp_top_family": "buffers and inverters",
  "ctsHoldBuffers": 0,
  "worstSetupPathDepth": 17,
  "tns_ps": 0,
  "synth-main-ff-cell": "edfxtp_1",
  "worst_pin_slew_ps": 1475,
  "hold-path-cell-count": 1,
  "setup_viol": 0,
  "synthTopCellsByCount": "edfxtp_1, and2_1, mux4_2",
  "cts_buffers": 902,
  "crit_type": "input port to primary output",
  "warnings": 26,
  "synth-seq-cells": 8575,
  "powerDensity_mw_per_mm2": 20.80,
  "cts_post_setup_buffers_inserted": 0,
  "hold_violations": 0,
  "async_reset_ff_share_pct": 0,
  "period_minus_slack_ps": 45200,
  "dieArea_mm2": 0.9576,
  "maxCapViolations": 0,
  "die_y_um": 978.6,
  "worst_slack_ps": 45300,
  "top_cells_by_area": "edfxtp_1, mux4_2, and2_1",
  "htreeDepth": 6,
  "finalClockSkew_ps": 0,
  "yosys.cell_count.top_type": "edfxtp_1",
  "top_cell_area_share_pct": 66.50,
  "cts_root_buf": "clkbuf_16",
  "dpl.hpwl_mm": 895.2,
  "initCoreUtil_pct": 40.13,
  "rsz0062_at_grt": "no",
  "grt_max_degree": 73,
  "edf_count": 8448,
  "clkTransAtPathRegs_ps": 60,
  "viasPerCell": 5.722,
  "crit_buf_inv": 9,
  "p_seq_share_pct": 51.5,
  "wl_per_cell_um": 38.75,
  "synth_cell_types": 82,
  "hold_class": "register to register",
  "yosys.area.top_type": "edfxtp_1",
  "clockPowerShare_pct": 39.4,
  "grt_overflow": 0,
  "grt_pass1_wl_mm": 1950,
  "port_buffers": 135,
  "finish.instance_area_mm2": 0.4307,
  "power_uw": 8957,
  "core.rowCount": 358,
  "antenna_found_initial": 236,
  "fin_crit_sh_pct": 49.95,
  "area_growth_pct": 12.91,
  "drt-pass1-iter-count": 6,
  "ys_seq_share_pct": 67.17,
  "insertion_delay_ps": 1190,
  "crit_required_ps": 72400,
  "syn_avg_cell_area_um2": 16.39,
  "pwr-share-comb_pct": 9.2,
  "ant_nets": 0,
  "largest-register": "cache",
  "drive_above_1_share_pct": 21.62,
  "drc": 0,
  "dpl_cell_area_mm2": 0.4022,
  "leakagePower_uw": 0.1470,
  "die_w_um": 978.6,
  "power_switching_uw": 2174,
  "cts_tree": "yes",
  "track_usage_pct": 33.21,
  "largest_register_ffs": 8575,
  "core-area_mm2": 0.9505,
  "dp_cells": 35250,
  "ys_area_mm2": 0.3815,
  "p_int_uw": 6783,
  "ys_cells": 23270,
  "cts-resized-gates": 0,
  "clkSinkCount": 8575,
  "yosysWarnings": 1,
  "syn_inst": 23270,
  "slew_headroom_pct": 0.6204,
  "crit_top_cell": "buf_4",
  "cpMaxStageDelayCell": "nor4_4",
  "vias": 213900,
  "final.fill_count": 79440,
  "clk_path_buf_depth": 5
}
==> cells in the final DEF, fill, tap and decap left out, types with 28 or more instances in the layout <==
master / n
conb_1: 448
o21ai_0: 54
o21ai_4: 127
nor2_1: 392
o221ai_1: 47
a22oi_1: 59
clkbuf_1: 256
a31oi_1: 32
buf_4: 1274
a21oi_1: 64
clkdlybuf4s50_1: 69
a21o_1: 124
a221oi_1: 37
a32oi_1: 37
o22ai_1: 108
clkinv_2: 144
edfxtp_1: 8448
clkinv_1: 185
nor2_4: 132
nand2_1: 379
and2_1: 7502
nor2b_1: 28
bufinv_16: 35
mux4_2: 2403
nand3_1: 71
mux2i_1: 248
a211oi_1: 37
mux2_2: 35
dfxtp_1: 127
clkbuf_16: 922
diode_2: 543
==> final timing paths <==
kind	startpoint	to	slack [ps]
worst max register to register	cache[4][0]	cache[4][0]	89870
worst min-delay path	cache[116][0]	cache[116][0]	450
worst max-delay path	RAddr[0]	PC_Source	45300
worst min register to register	cache[116][0]	cache[116][0]	450
==> metal layers <==
layer | up-vias | wire length, um | GRT usage (%)
met4 | 254 | 107600 | 18.79
met2 | 17000 | 638400 | 45.34
li1 | 87190 | - | -
met1 | 105800 | 392400 | 32.75
met5 | - | 8594 | 5.630
met3 | 3631 | 301600 | 30.23
==> per-stage QoR <==
step / utilization (%) / hold slack, ps
finish: 45.31 / 446.9
global route: 45.27 / 462.3
CTS: 45.17 / 448.2
detailed placement: 42.32 / 434.5
global placement: 42.32 / 428.3
floorplan: - / 422.7
==> power groups by stage <==
stage         sequential, uW  combinational, uW  clock [uW]
finish                  4610                823        3530
global route            4630                837        3690
CTS                     4610                800        3550
==> kinds of logic after synthesis <==
group	count (synthesis)	share of synthesized area, %
compound gates	836	1.515
other cells	1	0.0009830
simple gates	8684	13.63
xor+xnor	24	0.05510
buf+inv	2461	2.688
flops	8575	67.17
mux	2688	14.95
==> cell type report <==
class	count	area (um^2)	share of cell area, %
inverters	23	122.6	0.02847
clock buffers	1201	24350	5.653
well taps	12600	15770	3.660
clock inverters	391	2736	0.6353
flip-flops and latches	8575	256200	59.49
repair buffers	1371	10790	2.504
diodes	543	1359	0.3155
multi-input cells	12680	119400	27.72
Power and IR drop assume default switching activity.
