## /design/flow/config.mk

```make
export PLATFORM = sky130hd
export DESIGN_NAME = HazardUnit
export DESIGN_NICKNAME = HazardUnit
export VERILOG_FILES = /design/flow/design.v
export SDC_FILE = /design/flow/constraint.sdc
export NUM_CORES = 4
export LEC_CHECK = 1
export CORE_AREA = 10 10 70 70
export DIE_AREA = 0 0 80 80
```

## /design/flow/constraint.sdc

```tcl
current_design HazardUnit

set clk_period 2.7
set clk_io_pct 0.2

create_clock -name clk0 -period $clk_period

set non_clock_inputs [all_inputs -no_clocks]
set_input_delay [expr $clk_period * $clk_io_pct] -clock clk0 $non_clock_inputs
set_output_delay [expr $clk_period * $clk_io_pct] -clock clk0 [all_outputs]
```

## /design/flow/design.v

```verilog
`timescale 1ns / 1ps
module FU(
    input IDex__Need_Rs2,
    input IDex__Need_Rs1,
    input [4:0] IDex__Rs1,
    input [4:0] IDex__Rs2,
    input EXmem__RW_MEM,
    input EXmem__MemEnable,
    input EXmem__R_WE,
    input [4:0] EXmem__Rdst,
    input [1:0] EXmem__RDst_S,
    input [4:0] MEMwb__Rdst,
    input MEMwb__R_WE,
    output [1:0] OP1_ExS,
    output [1:0] OP2_ExS,
    output Need_Stall
    );
    assign OP1_ExS = ( (EXmem__R_WE) && (EXmem__RDst_S!=2'b00) && (IDex__Need_Rs1) && (EXmem__Rdst==IDex__Rs1) )     ?   2'b10:
                     ( (MEMwb__R_WE) && (IDex__Need_Rs1) && (EXmem__Rdst!=IDex__Rs1) && (MEMwb__Rdst==IDex__Rs1) )       ?   2'b01:  
                                                                                                                             2'b00;                                                                                
    assign OP2_ExS = ( (EXmem__R_WE) && (EXmem__RDst_S!=2'b00) && (IDex__Need_Rs2) && (EXmem__Rdst==IDex__Rs2) )     ?   2'b10:
                     ( (MEMwb__R_WE) && (IDex__Need_Rs2) && (EXmem__Rdst!=IDex__Rs2) && (MEMwb__Rdst==IDex__Rs2) )       ?   2'b01: 
                                                                                                                             2'b00;
    assign Need_Stall =   ( (!EXmem__RW_MEM && EXmem__MemEnable) && ( ((IDex__Need_Rs1) && (EXmem__Rdst==IDex__Rs1)) || ((IDex__Need_Rs2) && (EXmem__Rdst==IDex__Rs2)) ))     ?   1'b1:
                                                                                                                                                             1'b0;
endmodule
`timescale 1ns / 1ps
module HazardUnit(
    input IDex__Need_Rs2,
    input IDex__Need_Rs1,
    input [4:0] IDex__Rs1,
    input [4:0] IDex__Rs2,
    input EXmem__RW_MEM,
    input EXmem__MemEnable,
    input EXmem__R_WE,
    input [4:0] EXmem__Rdst,
    input [1:0] EXmem__RDst_S,
    input [4:0] MEMwb__Rdst,
    input MEMwb__R_WE,
    output [1:0] OP1_ExS,
    output [1:0] OP2_ExS,
    input   PcMatchValid,
    input   BranchInstr,
    input   JumpInstr,
    input   PredicEqRes,
    input   [1:0] CtrlIn,
    output  [1:0] CtrlOut,
    output  FlushPipePC,
    output  WriteEnable,
    output  [1:0] NPC,
    input [3:0]cc4,			 
    input [3:0]cond_bits,
    input i_DCache_Miss,  
    input i_ICache_Miss,  
    output o_PC_Stall,    
    output o_IFID_Stall,  
    output o_IDEX_Stall,  
    output o_EXMA_Stall,  
    output o_EXMA_Flush,  
    output o_MAWB_Flush,  
    output Flush_IF_ID,
    output Flush_ID_EX
    );
    FU ForwardUnit(
        .IDex__Need_Rs2(IDex__Need_Rs2),
        .IDex__Need_Rs1(IDex__Need_Rs1),
        .IDex__Rs1(IDex__Rs1),
        .IDex__Rs2(IDex__Rs2),
        .EXmem__RW_MEM(EXmem__RW_MEM),   
        .EXmem__MemEnable(EXmem__RW_MEM), 
        .EXmem__R_WE(EXmem__R_WE),
        .EXmem__Rdst(EXmem__Rdst),
        .EXmem__RDst_S(EXmem__RDst_S),
        .MEMwb__Rdst(MEMwb__Rdst),
        .MEMwb__R_WE(MEMwb__R_WE),
        .OP1_ExS(OP1_ExS),
        .OP2_ExS(OP2_ExS),
        .Need_Stall(Need_Stall)
        );
    branch_unit BranchUnit(
        .PcMatchValid(PcMatchValid),
        .JumpTaken(branch_taken),
        .BranchInstr(BranchInstr),
        .JumpInstr(JumpInstr),
        .PredicEqRes(PredicEqRes),
        .CtrlIn(CtrlIn),
        .CtrlOut(CtrlOut),
        .FlushPipePC(FlushPipePC),
        .WriteEnable(WriteEnable),
        .NPC(NPC)
        );
     checkcc ChechCC(
        .cc4(cc4),             
        .cond_bits(cond_bits),
        .branch_taken(branch_taken)
     );
     Stall_Unit StallUnit(
         .i_Need_Stall(Need_Stall),   
         .i_DCache_Miss(i_DCache_Miss),  
         .i_ICache_Miss(i_ICache_Miss),  
         .o_PC_Stall(o_PC_Stall),    
         .o_IFID_Stall(o_IFID_Stall),  
         .o_IDEX_Stall(o_IDEX_Stall),  
         .o_EXMA_Stall(o_EXMA_Stall),  
         .o_IFID_Flush(o_IFID_Flush),  
         .o_IDEX_Flush(o_IDEX_Flush),
         .o_EXMA_Flush(o_EXMA_Flush),  
         .o_MAWB_Flush(o_MAWB_Flush)  
         );
     assign Flush_IF_ID =  FlushPipePC | o_IFID_Flush;
     assign Flush_ID_EX = FlushPipePC  ;
endmodule
`timescale 1ns / 1ps
module branch_unit(
    input   PcMatchValid,
    input   JumpTaken,
    input   BranchInstr,
    input   JumpInstr,
    input   PredicEqRes,
    input   [1:0] CtrlIn,
    output  reg [1:0] CtrlOut,
    output  reg FlushPipePC,
    output  reg WriteEnable,
    output  reg [1:0] NPC
    );
    wire [6:0] inputcat = {PcMatchValid,JumpTaken,BranchInstr,JumpInstr,PredicEqRes,CtrlIn};  
    always @(inputcat)
    begin  
    case(inputcat)
        7'bxx00xxx : 
        begin
        CtrlOut <= 2'b0;
        FlushPipePC <= 1'b0;
        WriteEnable <= 1'b0;
        NPC <= 2'b0;       
        end
        7'b1x010xx: 
        begin
        CtrlOut <= 2'b01;
        FlushPipePC <= 1'b1;
        WriteEnable <= 1'b1;
        NPC <= 2'b01;       
        end
        7'b1x011xx:   
        begin
        CtrlOut <= 2'b01;
        FlushPipePC <= 1'b0;
        WriteEnable <= 1'b1;
        NPC <= 2'b01;       
        end
        7'b0x01xxx: 
        begin
        CtrlOut <= 2'b01;
        FlushPipePC <= 1'b1;
        WriteEnable <= 1'b1;
        NPC <= 2'b01;       
        end       
        7'b0010xxx: 
        begin
        CtrlOut <= 2'b00;
        FlushPipePC <= 1'b0;
        WriteEnable <= 1'b1;
        NPC <= 2'b10;       
        end   
        7'b0110xxx: 
        begin
        CtrlOut <= 2'b01;
        FlushPipePC <= 1'b1;
        WriteEnable <= 1'b1;
        NPC <= 2'b10;       
        end 
        7'b1010x00: 
        begin
        CtrlOut <= 2'b00;
        FlushPipePC <= 1'b0;
        WriteEnable <= 1'b1;
        NPC <= 2'b10;       
        end 
        7'b1010x10: 
        begin
        CtrlOut <= 2'b00;
        FlushPipePC <= 1'b0;
        WriteEnable <= 1'b1;
        NPC <= 2'b10;       
        end 
        7'b1010x01: 
        begin
        CtrlOut <= 2'b11;
        FlushPipePC <= 1'b1;
        WriteEnable <= 1'b1;
        NPC <= 2'b00;       
        end 
        7'b1010x11:
        begin
        CtrlOut <= 2'b00;
        FlushPipePC <= 1'b1;
        WriteEnable <= 1'b1;
        NPC <= 2'b00;       
        end  
        7'b1110x00: 
        begin
        CtrlOut <= 2'b10;
        FlushPipePC <= 1'b1;
        WriteEnable <= 1'b1;
        NPC <= 2'b10;       
        end  
        7'b1110x10: 
        begin
        CtrlOut <= 2'b01;
        FlushPipePC <= 1'b1;
        WriteEnable <= 1'b1;
        NPC <= 2'b10;       
        end  
        7'b1110x01:
        begin
        CtrlOut <= 2'b01;
        FlushPipePC <= 1'b0;
        WriteEnable <= 1'b1;
        NPC <= 2'b10;       
        end  
        7'b1110x11:
        begin
        CtrlOut <= 2'b01;
        FlushPipePC <= 1'b0;
        WriteEnable <= 1'b1;
        NPC <= 2'b10;       
        end         
        7'b0x01xxx: 
        begin
        CtrlOut <= 2'b01;
        FlushPipePC <= 1'b1;
        WriteEnable <= 1'b1;
        NPC <= 2'b01;       
        end     
        7'b0010xxx: 
        begin
        CtrlOut <= 2'b00;
        FlushPipePC <= 1'b0;
        WriteEnable <= 1'b1;
        NPC <= 2'b10;       
        end
       default:
       begin
       CtrlOut <= 2'b00;
       FlushPipePC <= 1'b0;
       WriteEnable <= 1'b0;
       NPC <= 2'b00;       
       end 
    endcase
    end
endmodule
`timescale 1ns / 1ps
module checkcc(
    input [3:0]cc4,			 
    input [3:0]cond_bits,
    output branch_taken
    );
    assign branch_taken = (cond_bits == 4'b0000)?  1 : 
        (cond_bits == 4'b1000)? 0 : 
        (cond_bits == 4'b0001)? ~cc4[2] :
        (cond_bits == 4'b1001)? cc4[2] :
        (cond_bits == 4'b0010)? ~cc4[3] :
        (cond_bits == 4'b1010)? cc4[3] :
        (cond_bits == 4'b0011)? cc4[0] :
        (cond_bits == 4'b1011)? ~cc4[0] : 
        (cond_bits == 4'b0100)? (~cc4[1] & ~cc4[3]) | (cc4[1] & cc4[3]) :  
        (cond_bits == 4'b1100)? (cc4[1] & ~cc4[3]) | (~cc4[1] & cc4[3]) : 
        (cond_bits == 4'b0101)? ~cc4[0] & ((~cc4[1] & ~cc4[3]) | (cc4[1] & cc4[3])) : 
        (cond_bits == 4'b1101)? cc4[0] | ((cc4[1] & ~cc4[3]) | (~cc4[1] & cc4[3])) : 
        (cond_bits == 4'b0110)? ~cc4[1] :
        (cond_bits == 4'b1110)? cc4[1] : 0;
endmodule
`timescale 1ns / 1ps
module Stall_Unit(
    input i_Need_Stall,   
    input i_DCache_Miss,  
    input i_ICache_Miss,  
    output o_PC_Stall,    
    output o_IFID_Stall,  
    output o_IDEX_Stall,  
    output o_EXMA_Stall,  
    output o_IFID_Flush,  
    output o_IDEX_Flush,
    output o_EXMA_Flush,  
    output o_MAWB_Flush  
    );
    assign o_PC_Stall = i_Need_Stall | i_DCache_Miss | i_ICache_Miss;
    assign o_IFID_Stall = i_Need_Stall | i_DCache_Miss; 
    assign o_IDEX_Stall = i_Need_Stall | i_DCache_Miss;
    assign o_EXMA_Stall = i_Need_Stall | i_DCache_Miss;
    assign o_IFID_Flush = i_ICache_Miss & ~i_Need_Stall & ~i_DCache_Miss;
    assign o_EXMA_Flush = i_Need_Stall & ~i_DCache_Miss;
    assign o_MAWB_Flush = i_DCache_Miss;
    assign o_IDEX_Flush = 0;  
endmodule
```

## /design/flow/run.sh

```bash
#!/bin/bash
# OpenROAD 26Q1-2900-gdf79404cd8, Yosys 0.63+post, stock flow scripts
make -C /OpenROAD-flow-scripts/flow DESIGN_CONFIG=/design/flow/config.mk WORK_HOME=/design/flow/orfs finish
```

==> out/qor.csv <==
stage,metric,value,unit
die,full die area,6400,um^2
yosys,Post-Syn Area,560.5,um^2
worst_setup_path,classification of the worst setup path,input pin to primary output,
yosys,yosys stat cell total,80,
sta,f_max,380.5,MHz
cells_and_area,design area,1376,um^2
route,per-cell via count in the routed design,4.041,
grt,pin count of the biggest net entering global routing,7,
yosys,Synth top area share,0.2813,
cells_and_area,number of clock buffer instances in the layout,0,
die,width of the chip,80,um
yosys,Yosys Chip Area,560.5,um^2
route,WL/cell,12.14,um
power_and_ir_drop,Max rail drop VDD,62.75,uV
worst_setup_path,worst-path maximum fanout,2,
sta,total count of hold-check failures in the final report,0,
die,Site Rows,21,
worst_setup_path,Setup crit start kind,input pin,
worst_setup_path,cell-by-cell trace of the critical path,clkdlybuf4s50_1 -> xnor2_1 -> nand3_1 -> nor3_2 -> buf_4 -> nor3_2 -> clkdlybuf4s50_1,
sta,Final Worst Setup Slack,71.79,ps
yosys,post-synthesis area per instance,7.007,um^2
die,I/O Pins,62,
sta,final setup violation count,0,
flow_run,tally of max-capacitance violations,0,
sta,RSZ-0062 raised after global routing,true,
placed_design,post-detail-place hpwl,2.033,mm
worst_setup_path,capturing element type of the critical path,primary output,
placed_design,post-detailed-placement cell area,1257,um^2
grt,fraction of met2 tracks used by global routing,0.1116,
worst_setup_path,Required @ worst endpoint,2160,ps
power_and_ir_drop,Static Leakage,0.6833,nW
yosys,Gate Count Post-Synth,80,
sta,portion of the clock cycle consumed by the worst path in the final layout,0.9734,
die,vertical die dimension,80,um
yosys,"Seq/Total Area, Yosys",0,
worst_setup_path,standard cell with the maximum stage delay on the critical path,sky130_fd_sc_hd__clkdlybuf4s50_1,
grt,via count of the first global-routing pass,804,
power_and_ir_drop,final total power,195.2,uW
placed_design,dpl ws,-524.5,ps
min_path,startpoint of the tightest hold check path,IDex__Rs1[4],
yosys,largest area contributor in the netlist,sky130_fd_sc_hd__xnor2_1,
min_path,worst min-delay path category,input pin to primary output,
power_and_ir_drop,power per cell area,141.8,nW/um^2
yosys,Synth warnings,5,
grt,number of antenna violations at the first check in global routing,0,
grt,GR Util met3,0.02159,
cells_and_area,share of layout cells above drive strength 1,0.2483,
grt,global-route wire length before repair,3.650,mm
placed_design,Cells after DPL,192,
die,initial core utilization,0.1641,
cells_and_area,Top Layout Cells,"31 x sky130_fd_sc_hd__clkdlybuf4s50_1, 17 x sky130_fd_sc_hd__xnor2_1, 15 x sky130_fd_sc_hd__dlymetal6s2s_1",
route,DRT Pass-1 Iters,4,
cells_and_area,Sequential Area,0,um^2
yosys,largest cells by area after synthesis,"sky130_fd_sc_hd__xnor2_1 28%, sky130_fd_sc_hd__xor2_1 11%, sky130_fd_sc_hd__buf_4 8.0%",
worst_setup_path,crit-path max cell delay,490,ps
grt,met1 Usage GRT,0.08917,
run_status,outcome,"complete, no violations",
die,placeable core area,3416,um^2
route,via count,788,
cells_and_area,final standard cell count with taps included and fillers excluded,195,
grt,grt total ovfl,0,
cts,hold bufs inserted after CTS,0,
route,antenna cell count,0,
sta,Period minus WS final,2628,ps
grt,total routing usage reported by global routing,0.06770,
cells_and_area,area overhead of the layout relative to synthesis,145.5,%
cells_and_area,Commonest Layout Cell,sky130_fd_sc_hd__clkdlybuf4s50_1,
worst_setup_path,first element of the critical path,IDex__Rs1[1],
placed_design,weighted congestion at the end of routability-driven global placement,0.8061,
cells_and_area,number of flip-flops and latches,0,
route,drt initial violations,40,
flow_run,number of OpenROAD warnings,35,
sta,Final Slew Violations,0,
placed_design,total of buffers placed on input and output ports,59,
route,final routed DRC violation total,0,
sta,setup total negative slack,0,ps
route,tally of nets with antenna violations remaining after routing,0,
yosys,Unique cell types,27,
grt,layer with the highest usage after global routing,met2,
cells_and_area,core occupancy in the finished layout,0.4029,
route,final wirelength,2.367,mm
sta,Post-Route Hold Slack,1714,ps
worst_setup_path,arrival time worst endpoint,2090,ps
==> per-layer routing <==
| metal | wire length, um | up-vias |
|---|---|---|
| met4 | 0 | 0 |
| met3 | 248 | 0 |
| met5 | 0 | - |
| li1 | - | 409 |
| met2 | 1103 | 38 |
| met1 | 1015 | 341 |
==> synth_stat cells (all sizes together) (2+ instances only) <==
library cell	number
and3	2
buf	7
inv	5
nand2	7
nand2b	2
nand3	5
nand4	3
nor2	3
nor3	4
o2111ai	2
o21ai	3
xnor2	18
xor2	7
==> final cells by class <==
cell class,count,area [um^2]
fillers,334,2039
multi-input cells,68,546.8
repair buffers,76,753.2
well taps,46,57.56
inverters,5,18.77
==> critical path, delay by kind of cell <==
family / cells / cell delay [ps]
AND/OR/NAND/NOR: 3 / 340
XOR/XNOR: 1 / 140
buffers and inverters: 3 / 1060
==> kinds of logic (layout without fill, tap and decap cells) <==
family | Yosys count | in the layout | synth area share
other cells | 1 | 1 | 0.006690
simple gates | 30 | 30 | 0.2857
buf+inv | 12 | 81 | 0.1339
xor+xnor | 25 | 25 | 0.3906
compound gates | 11 | 11 | 0.1652
mux | 1 | 1 | 0.01786
==> where the power goes <==
| group | switching, mW | internal [mW] |
|---|---|---|
| combinational | 0.0699 | 0.125 |
| sequential | 0 | 0 |
| clock | 0 | 0 |
| total | 0.0699 | 0.125 |
==> path summary, 6_finish.rpt <==
check         end  cells after the start  slack (ps)
max    OP1_ExS[0]                      7          70
min    OP1_ExS[1]                      6        1710
==> what timing repair did <==
item / CTS / global route
gates resized: 35 / 21
endpoints found under the setup margin: 8 / 8
setup buffers: 2 / 1
pin swaps: 14 / 14
Power figures rest on the tool's default switching activity, not on a simulated workload.
